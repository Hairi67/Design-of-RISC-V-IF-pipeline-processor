===== flow/run.sh =====
#!/bin/bash
# OpenROAD 26Q1-2900-gdf79404cd8, Yosys 0.63+post, stock flow scripts
make -C /OpenROAD-flow-scripts/flow DESIGN_CONFIG=/design/flow/config.mk WORK_HOME=/design/flow/orfs finish

===== flow/config.mk =====
export PLATFORM = sky130hd
export DESIGN_NAME = Vedic
export DESIGN_NICKNAME = Vedic
export VERILOG_FILES = /design/flow/design.v
export SDC_FILE = /design/flow/constraint.sdc
export NUM_CORES = 4
export LEC_CHECK = 1
export CORE_UTILIZATION = 50

===== flow/constraint.sdc =====
current_design Vedic

set clk_period 59.0
set clk_io_pct 0.2

create_clock -name clk0 -period $clk_period

set non_clock_inputs [all_inputs -no_clocks]
set_input_delay [expr $clk_period * $clk_io_pct] -clock clk0 $non_clock_inputs
set_output_delay [expr $clk_period * $clk_io_pct] -clock clk0 [all_outputs]

===== flow/design.v =====
module Vedic (
    input  logic [23:0] A,   
    input  logic [23:0] B,   
    output logic [47:0] P   
);
    logic [23:0] r0, r1, r2, r3;
    logic [47:0] sum1, sum2;
    logic carry1, carry2, carry3;
    Vedic12x12 VM0 (
        .A(A[11:0]),
        .B(B[11:0]),
        .P(r0)
    );
    Vedic12x12 VM1 (
        .A(A[23:12]),
        .B(B[11:0]),
        .P(r1)
    );
    Vedic12x12 VM2 (
        .A(A[11:0]),
        .B(B[23:12]),
        .P(r2)
    );
    Vedic12x12 VM3 (
        .A(A[23:12]),
        .B(B[23:12]),
        .P(r3)
    );
    cla_48bit CLA1 (
        .A({24'b0, r0}),
        .B({12'b0, r1, 12'b0}),
        .C_in(1'b0),
        .Sum(sum1),
        .C_out(carry1)
    );
    cla_48bit CLA2 (
        .A(sum1),
        .B({12'b0, r2, 12'b0}), 
        .C_in(carry1),
        .Sum(sum2),
        .C_out(carry2)
    );
    cla_48bit CLA3 (
        .A(sum2),
        .B({r3, 24'b0}), 
        .C_in(carry2),
        .Sum(P),
        .C_out(carry3)
    );
endmodule: Vedic
module Vedic12x12 (
    input  logic [11:0] A,   
    input  logic [11:0] B,   
    output logic [23:0] P   
);
    logic [11:0] r0, r1, r2, r3;
    logic [23:0] sum1, sum2;
    logic carry1, carry2, carry3;
    Vedic6x6 VM0 (
        .A(A[5:0]),
        .B(B[5:0]),
        .P(r0)
    );
    Vedic6x6 VM1 (
        .A(A[11:6]),
        .B(B[5:0]),
        .P(r1)
    );
    Vedic6x6 VM2 (
        .A(A[5:0]),
        .B(B[11:6]),
        .P(r2)
    );
    Vedic6x6 VM3 (
        .A(A[11:6]),
        .B(B[11:6]),
        .P(r3)
    );
    cla_24bit CLA1 (
        .A({12'b0, r0}),
        .B({6'b0, r1, 6'b0}),
        .C_in(1'b0),
        .Sum(sum1),
        .C_out(carry1)
    );
    cla_24bit CLA2 (
        .A(sum1),
        .B({6'b0, r2, 6'b0}), 
        .C_in(carry1),
        .Sum(sum2),
        .C_out(carry2)
    );
    cla_24bit CLA3 (
        .A(sum2),
        .B({r3, 12'b0}), 
        .C_in(carry2),
        .Sum(P),
        .C_out(carry3)
    );
endmodule: Vedic12x12
module Vedic6x6 (
    input  logic [5:0] A,   
    input  logic [5:0] B,   
    output logic [11:0] P   
);
    logic [5:0] r0, r1, r2, r3;
    logic [11:0] sum1, sum2;
    logic carry1, carry2, carry3;
    Vedic3x3 VM0 (
        .A(A[2:0]),
        .B(B[2:0]),
        .P(r0)
    );
    Vedic3x3 VM1 (
        .A(A[5:3]),
        .B(B[2:0]),
        .P(r1)
    );
    Vedic3x3 VM2 (
        .A(A[2:0]),
        .B(B[5:3]),
        .P(r2)
    );
    Vedic3x3 VM3 (
        .A(A[5:3]),
        .B(B[5:3]),
        .P(r3)
    );
    cla_12bit CLA1 (
        .A({6'b0, r0}),
        .B({3'b0, r1, 3'b0}),
        .C_in(1'b0),
        .Sum(sum1),
        .C_out(carry1)
    );
    cla_12bit CLA2 (
        .A(sum1),
        .B({3'b0, r2, 3'b0}), 
        .C_in(carry1),
        .Sum(sum2),
        .C_out(carry2)
    );
    cla_12bit CLA3 (
        .A(sum2),
        .B({r3, 6'b0}), 
        .C_in(carry2),
        .Sum(P),
        .C_out(carry3)
    );
endmodule: Vedic6x6
module Vedic3x3 (
    input logic [2:0] A,   
    input logic [2:0] B,   
    output logic [5:0] P   
);
    logic C0, C1, C2, C3, C4;
    logic S0, S1;
    assign P[0] = A[0] & B[0];
    half_adder half_adder1 (
        .A(A[1] & B[0]),
        .B(A[0] & B[1]),
        .Sum_HA(P[1]),
        .Carry_HA(C0)
    );
    full_adder full_adder1 (
        .A(A[0] & B[2]),
        .B(A[1] & B[1]),
        .Cx(A[2] & B[0]),
        .Sum_FA(S0),
        .Carry_FA(C1)
    );
    half_adder half_adder2 (
        .A(A[2] & B[1]),
        .B(A[1] & B[2]),
        .Sum_HA(S1),
        .Carry_HA(C2)
    );
    logic [1:0] two_bit_sum1;
    two_bit_adder two_bit_adder1 (
        .A({C1, S0}),       
        .B({1'b0, C0}),     
        .C_in(1'b0),        
        .Sum(two_bit_sum1),
        .C_out(C3)
    );
    assign P[2] = two_bit_sum1[0];
    logic [1:0] two_bit_sum2;
    two_bit_adder two_bit_adder2 (
        .A({C3, two_bit_sum1[1]}),   
        .B({1'b0, S1}),             
        .C_in(1'b0),                
        .Sum(two_bit_sum2),
        .C_out(C4)
    );
    assign P[3] = two_bit_sum2[0];
    two_bit_adder two_bit_adder3 (
        .A({C4, two_bit_sum2[1]}),  
        .B({1'b0, C2}),             
        .C_in(A[2] & B[2]),         
        .Sum({P[5], P[4]}),         
        .C_out()                    
    );
endmodule: Vedic3x3
module cla_12bit (
    input  logic [11:0] A,     
    input  logic [11:0] B,     
    input  logic        C_in,  
    output logic [11:0] Sum,   
    output logic        C_out  
);
    logic c_mid;  
    cla_6bit cla_lsb_6 (
        .A(A[5:0]),
        .B(B[5:0]),
        .C_in(C_in),
        .Sum(Sum[5:0]),
        .C_out(c_mid)
    );
    cla_6bit cla_msb_6 (
        .A(A[11:6]),
        .B(B[11:6]),
        .C_in(c_mid),    
        .Sum(Sum[11:6]),
        .C_out(C_out)
    );
endmodule: cla_12bit
module cla_24bit (
    input  logic [23:0] A,     
    input  logic [23:0] B,     
    input  logic        C_in,  
    output logic [23:0] Sum,   
    output logic        C_out  
);
    logic c_mid;  
    cla_12bit cla_lsb_12 (
        .A(A[11:0]),
        .B(B[11:0]),
        .C_in(C_in),
        .Sum(Sum[11:0]),
        .C_out(c_mid)
    );
    cla_12bit cla_msb_12 (
        .A(A[23:12]),
        .B(B[23:12]),
        .C_in(c_mid),    
        .Sum(Sum[23:12]),
        .C_out(C_out)
    );
endmodule: cla_24bit
module cla_48bit (
    input  logic [47:0] A,     
    input  logic [47:0] B,     
    input  logic        C_in,  
    output logic [47:0] Sum,   
    output logic        C_out  
);
    logic c_mid;  
    cla_24bit cla_lsb_24 (
        .A(A[23:0]),
        .B(B[23:0]),
        .C_in(C_in),
        .Sum(Sum[23:0]),
        .C_out(c_mid)
    );
    cla_24bit cla_msb_24 (
        .A(A[47:24]),
        .B(B[47:24]),
        .C_in(c_mid),    
        .Sum(Sum[47:24]),
        .C_out(C_out)
    );
endmodule: cla_48bit
module cla_6bit (
    input  logic [5:0] A, B,
    input  logic C_in,
    output logic [5:0] Sum,
    output logic C_out
);
    logic [5:0] P, G, C;
    assign P = A ^ B;
    assign G = A & B;
    assign C[0] = C_in;
    assign C[1] = G[0] | (P[0] & C[0]);
    assign C[2] = G[1] | (P[1] & C[1]);
    assign C[3] = G[2] | (P[2] & C[2]);
    assign C[4] = G[3] | (P[3] & C[3]);
    assign C[5] = G[4] | (P[4] & C[4]);
    assign C_out = G[5] | (P[5] & C[5]);
    assign Sum = P ^ C;
endmodule: cla_6bit
module full_adder( 
    input logic A,
    input logic B,
    input logic Cx,
    output logic Sum_FA,
    output logic Carry_FA
);
    wire C0, C1, S0;
    half_adder half_adder1 (
        .A(A),
        .B(B),
        .Sum_HA(S0),
        .Carry_HA(C0)
    );
    half_adder half_adder2 (
        .A(S0),
        .B(Cx),
        .Sum_HA(Sum_FA),
        .Carry_HA(C1)
    );
    assign Carry_FA = C0 | C1;
endmodule: full_adder
module half_adder( 
    input  logic A,
    input  logic B,
    output logic Sum_HA,
    output logic Carry_HA
);
    assign Sum_HA = A ^ B;
    assign Carry_HA = A & B;
endmodule: half_adder
module two_bit_adder (
    input logic [1:0] A,       
    input logic [1:0] B,       
    input logic C_in,          
    output logic [1:0] Sum,    
    output logic C_out         
);
    logic Carry_0;             
    full_adder FA0 (
        .A(A[0]),
        .B(B[0]),
        .Cx(C_in),
        .Sum_FA(Sum[0]),
        .Carry_FA(Carry_0)
    );
    full_adder FA1 (
        .A(A[1]),
        .B(B[1]),
        .Cx(Carry_0),
        .Sum_FA(Sum[1]),
        .Carry_FA(C_out)
    );
endmodule: two_bit_adder

==> results.cfg <==
; generated from flow reports
[outcome]
status = finished clean

[setup_path]
path_class = in -> out
required_ns = 47.20
crit_arrival_ns = 34.49
cpMostUsedCell = fa_1
critPathSlowestCell = clkdlybuf4s50_1
critPathMaxStageDelay_ns = 0.98
crit_path_max_fanout = 24
cp-start-kind = input port
worst_setup_path_end_kind = primary output

[flow_run]
drv_cap = 0
openroad.warnings = 160

[synthesis]
yosys_area_um2 = 24300
ys_seq_share_pct = 0
ys_sh_adder_pct = 71.3
compound_area_share_pct = 0
netlist.area_leader.share_pct = 41.8
ys_top_cells_by_count = 638 x inv_1, 573 x ha_1, 510 x and2_1
ys_cells = 2476
ys_sh_mux_pct = 0
yosysMostFrequentCell = inv_1
synth_cell_types = 11
synthCells = 2476
area_leaders = fa_1 42%, ha_1 30%, and2_1 13%
simple_gate_area_share_pct = 14.2
synth-xor-area-share_pct = 3.08
synth.avg_cell_area_um2 = 9.81
syn_area_um2 = 24300
top_area_cell = fa_1
top_logic_kind = adder cells
ys_warn_count = 0

[place]
placed_cells = 3136
port-buffer-count = 96
placed_area_um2 = 26000
dp_hpwl_um = 39900
routabilityCongestion = 0.929

[min_path]
hold_path_class = in -> out

[final_layout]
final_layout_size_suffix_gt1_share_pct = 1.86
flops = 0
syn_to_final_growth_pct = 6.96
fin_cells = 3137
flop_area_um2 = 0
fin_area_um2 = 26000
n_clock_buffer = 0

[timing]
rsz0062_at_grt = false
fin_hold_ws_ns = 24.85
drv_slew = 0
setup-tns-final_ns = 0
fin_crit_ns = 46.29
max_freq_mhz = 21.6
finalCritPeriodShare_pct = 78.5
finalHoldViolCount = 0
finalSetupViolations = 0
worstMarginPinSlew_ns = 0.787
max-slew-margin-rel_pct = 47.4

[global_route]
antenna_found_initial = 1
grtUsageMet2_pct = 34.8
gr-usage-met3_pct = 7.45
grt_pass1_vias = 16000
grt_overflow = 0
grt_usage_pct = 22.7
grt.busiest_layer = met1
grt_pass1_wl_um = 83000
grt_max_degree = 25
grtUsageMet1_pct = 35.1

[drt]
routed_wl_um = 48400
firstDrtPassIters = 6
drc = 0
avgViaCountPerCell = 4.77
drtIter0Drc = 329
vias = 15000
final_antenna_net_count = 0
wl_per_cell_um = 15.4

[power_and_ir_drop]
intPower_uw = 1970
power.total_uw = 3450
power_density_nw_per_um2 = 133
peakVddDrop_v = 0.000293
p_sw_uw = 1490
p_sw_share_pct = 43.0
leakage_uw = 0.0141

[clock_tree]
hold_buffers = 0
ctsResizeCount = 0
post_cts_buffers = 0

[die]
core.rowCount = 80
die_height_um = 222
fp.coreArea_um2 = 47800
initCoreUtil_pct = 50.8
die_w_um = 222
io_pins = 96
die_area_um2 = 49500
[path summary, 6_finish.rpt]
kind,from,end,slack (ns),depth (start not counted)
setup / recovery,B[0],P[47],12.71,71
hold / removal,A[0],P[0],24.85,4
[area by class of cell]
| type | instances | area, µm² |
|---|---|---|
| diodes | 1 | 2.50 |
| inverters | 638 | 2390 |
| well taps | 615 | 769 |
| repair buffers | 143 | 1310 |
| multi-input cells | 1740 | 21500 |
| fillers | 4172 | 21900 |
[power groups by stage]
stage / combinational [µW] / sequential, µW / clock (µW)
4_1_cts: 3530 / 0 / 0
5_1_grt: 3950 / 0 / 0
[kinds of logic after synthesis]
kind of cell | Yosys count
and+or+nand+nor | 576
xor gates and xnor gates | 84
adders and majority gates | 1080
buffers and inverters | 736
[routing by layer]
layer,part of all wire (%),up-vias,wire length (µm)
met3,7.9,17,3820
met2,46,319,22300
met5,0,-,0
met4,0.73,0,352
li1,-,7244,-
met1,45,7391,21900
[placed cells by master (no fill, tap or decap)]
cell type        instances
and2_1                 510
buf_4                   47
clkdlybuf4s50_1         96
diode_2                  1
fa_1                   507
ha_1                   573
inv_1                  638
nand2_1                 66
xnor2_1                 37
xnor3_1                  1
xor2_1                  46
[stage by stage]
| stage | worst slack (ns) | util (%) |
|---|---|---|
| CTS | 12.61 | 54.3 |
| finish | 12.71 | 54.3 |
| global route | 11.74 | 54.3 |
| global placement | 12.77 | 54.3 |
| detailed placement | 12.60 | 54.3 |
| floorplan | 14.99 | - |
[worst max-delay path, delay by kind of cell]
family	cells	cell delay, ns
simple gates	1	0.14
buf+inv	13	2.21
xor+xnor	2	0.31
fa+ha+maj	55	19.99
