## flow/config.mk

```make
export PLATFORM = sky130hd
export DESIGN_NAME = reg_file_F
export DESIGN_NICKNAME = reg_file_F
export VERILOG_FILES = /design/flow/design.v
export SDC_FILE = /design/flow/constraint.sdc
export NUM_CORES = 4
export LEC_CHECK = 1
export CORE_AREA = 10 10 631 631
export DIE_AREA = 0 0 641 641
```

## flow/design.v

```verilog
module reg_file_F(
	input logic         i_clk,
	input logic         i_rst_n,
	input logic [31:0]  i_rd_data, 
	input logic [4:0]   i_rd_addr,  
	input logic [4:0]   i_rs1_addr,    
	input logic [4:0]   i_rs2_addr, 
	input logic [4:0]   i_rs3_addr,	
	input logic         i_rd_wren,      
	output logic [31:0] o_rs1_data, 
	output logic [31:0] o_rs2_data,
	output logic [31:0] o_rs3_data,	
    output logic [31:0] f1,  f2,  f3,  f4,  f5,
                        f6,  f7,  f8,  f9,  f10,
                        f11, f12, f13, f14, f15,
                        f16, f17, f18, f19, f20,
                        f21, f22, f23, f24, f25,
                        f26, f27, f28, f29, f30, f31
);
	logic [31:0] regfile [31:0];  
    always_ff @(negedge i_clk or negedge i_rst_n) begin
        if (!i_rst_n) begin
            for (int i = 1; i < 32; i = i + 1) begin
                regfile[i] <= 32'b0;
            end
        end else if (i_rd_wren && (i_rd_addr != 5'b00000)) begin
            regfile[i_rd_addr] <= i_rd_data;
        end
    end
    assign o_rs1_data = (i_rs1_addr == 5'b00000) ? 32'b0 : regfile[i_rs1_addr];
    assign o_rs2_data = (i_rs2_addr == 5'b00000) ? 32'b0 : regfile[i_rs2_addr];
    assign o_rs3_data = (i_rs3_addr == 5'b00000) ? 32'b0 : regfile[i_rs3_addr];	
    assign f1  = regfile[1];
    assign f2  = regfile[2];
    assign f3  = regfile[3];
    assign f4  = regfile[4];
    assign f5  = regfile[5];
    assign f6  = regfile[6];
    assign f7  = regfile[7];
    assign f8  = regfile[8];
    assign f9  = regfile[9];
    assign f10 = regfile[10];
    assign f11 = regfile[11];
    assign f12 = regfile[12];
    assign f13 = regfile[13];
    assign f14 = regfile[14];
    assign f15 = regfile[15];
    assign f16 = regfile[16];
    assign f17 = regfile[17];
    assign f18 = regfile[18];
    assign f19 = regfile[19];
    assign f20 = regfile[20];
    assign f21 = regfile[21];
    assign f22 = regfile[22];
    assign f23 = regfile[23];
    assign f24 = regfile[24];
    assign f25 = regfile[25];
    assign f26 = regfile[26];
    assign f27 = regfile[27];
    assign f28 = regfile[28];
    assign f29 = regfile[29];
    assign f30 = regfile[30];
    assign f31 = regfile[31];
endmodule
```

## flow/run.sh

```bash
#!/bin/bash
# OpenROAD 26Q1-2900-gdf79404cd8, Yosys 0.63+post, stock flow scripts
make -C /OpenROAD-flow-scripts/flow DESIGN_CONFIG=/design/flow/config.mk WORK_HOME=/design/flow/orfs finish
```

## flow/constraint.sdc

```tcl
current_design reg_file_F

set clk_period 7.0
set clk_io_pct 0.2

create_clock -name clk0 -period $clk_period [get_ports {i_clk}]

set non_clock_inputs [all_inputs -no_clocks]
set_input_delay [expr $clk_period * $clk_io_pct] -clock clk0 $non_clock_inputs
set_output_delay [expr $clk_period * $clk_io_pct] -clock clk0 [all_outputs]
```

==> results.toml <==
# flow metrics
[run_status]
status = "finished with violations"
violations = "setup timing"

[yosys]
yosys.stat.seqShare_pct = 42.0
yosysCellCount = 5913
synth.cell_area_mm2 = 0.0592
top_cells_by_area = "dfrtn_1, mux2_2, nand3_1"
topCombFamilyByArea = "simple AND/OR/NAND/NOR gates"
ys_area_mm2 = 0.0592
edf_count = 0
synth_cells = 5913
ys_sh_xor_pct = 0
top_area_share_pct = 42.0
aoi_share_pct = 13.8
yosysTopAreaCell = "dfrtn_1"
flop_cell = "dfrtn_1"
synth_area_per_cell_um2 = 10.0
ys_types = 68
yosysWarnings = 2
synthArstFlopShare_pct = 100
synth.area.mux_share_pct = 19.3
ys_sh_simple_pct = 20.1
ys_ff = 992
fa_ha_area_share_pct = 0

[power]
ir_worst_vdd_uv = 260
p_per_area_mw_per_mm2 = 270
p_leak_uw = 0.0418

[placed_design]
globalplace.congestion = 1.08
io_buffers = 1142
dp_slack_ns = -0.940
dpl_cell_area_mm2 = 0.0848
dp_hpwl_mm = 524

[die]
row_count = 227
initial_core_util_pct = 15.4
core_area_mm2 = 0.383
die_area_mm2 = 0.411
die_h_um = 641
io-pin-count = 1143
die_w_um = 641

[cts]
cts_tree = "done"
cts.htree.levels = 3
cts_root_buffer = "clkbuf_16"
clkTransAtPathRegs_ns = 0.05
cts_buffer_depth = 3
clkLatencyLatePin_ns = 0.75
clock-sinks = 992
cts_made_buffers = 114
hold_buffers = 0

[finish]
final_cell_area_mm2 = 0.0986
largest-register = "regfile"
largest_reg_flops = 992
drive_gt1_share_pct = 43.7
synthToLayoutAreaGrowth_pct = 66.6
top_regs = "regfile (992)"

[global_routing]
grt_max_degree = 108
grt_overflow = 0
antenna_found_initial = 113
track_usage_pct = 34.9
grt_pass1_wl_mm = 905
grt_pass1_vias = 75026

[final_timing]
slew_violations = 0
setup_violations = 130
hold_viol_final = 0
tightest_slew_ns = 1.32
fin_ws_ns = -0.493
maxSlewHeadroom_pct = 11.6
rsz0062_at_grt = "yes"
clock_skew_ns = 0

[worst_setup_path]
crit_path_cell_trace = "buf_6 -> nor3b_2 -> o211ai_1 -> nand4_1 -> nor4_2 -> a31oi_1 -> buf_4 -> buf_2"
r2r_slack_ns = 5.74
ff2ff_path_depth = 3
crit_type = "register to output port"
worst_setup_path_end_kind = "output port"
critPathMaxStageDelay_ns = 0.39
crit_required_ns = 5.60
rr_startpoint = "regfile[10][29]$_DFFE_NN0P_"
r2r_end = "regfile[10][29]$_DFFE_NN0P_"
arrival_ns = 6.09
crit_path_top_delay_cell = "dfrtn_1"
critPathMaxFanout = 4
cp-start-kind = "register"

[detailed_routing]
drtAntennaViolNets = 0
drc_errors = 0
drt_pass1_iterations = 14
vias_per_cell = 5.94
wirelength_mm = 731
vias = 79925
routedWlPerCell_um = 54.4
drt_iter0_markers = 12167

[flow_run]
tool_warnings = 32
cap_violations = 0

[min_path]
min_from = "regfile[28][11]$_DFFE_NN0P_"
whs_path_depth = 1
hold_path_end = "regfile[28][11]$_DFFE_NN0P_"
hold_path.class = "register to register"
[cell type report]
cell class / count / area (µm²)
fillers: 39999 / 285000
multi-input cells: 4201 / 35900
repair buffers: 2866 / 27200
flip-flops and latches: 992 / 24800
well taps: 5038 / 6300
clock buffers: 152 / 3220
clock inverters: 61 / 806
diodes: 117 / 293
inverters: 27 / 101
[report_power, final]
| group | switching, µW | total [µW] | internal [µW] | leakage, µW |
|---|---|---|---|---|
| Sequential | 2020 | 8950 | 6940 | 0.0127 |
| Combinational | 5840 | 11000 | 5150 | 0.0272 |
| Clock | 3010 | 6630 | 3620 | 0.00194 |
[worst max path at each step]
stage | startpoint | to | depth (start not counted) | slack [ns]
after CTS | regfile[27][29]$_DFFE_NN0P_ | o_rs1_data[29] | 6 | -0.44
after global routing | regfile[30][0]$_DFFE_NN0P_ | o_rs2_data[0] | 6 | -0.50
final | regfile[10][20]$_DFFE_NN0P_ | o_rs1_data[20] | 8 | -0.49
[Yosys cell counts, drive strengths merged (18+ instances only)]
cell	n
nor3b	22
nor4	71
and4	71
and3	289
o21ai	19
nand3	1015
o31a	21
clkbuf	468
dfrtn	992
a222oi	61
a22o	83
and2	76
nand4	280
mux2	999
a221o	19
a22oi	475
nor3	44
mux2i	18
o2111ai	22
inv	27
buf	225
a31oi	99
nor2	50
a2111oi	80
nand2	98
a21oi	119
[worst max-delay path, delay by kind of cell, from the launching register on]
| kind | cells | cell delay [ns] |
|---|---|---|
| and+or+nand+nor | 3 | 0.68 |
| buffers and inverters | 3 | 0.43 |
| DFF | 1 | 0.39 |
| AOI/OAI and AO/OA | 2 | 0.36 |
[cell usage in the layout (no fill, tap or decap), drive strengths merged, types with 119 or more instances in the layout]
cell and n:
nand4 280, clkdlybuf4s50 909, a22oi 475, dfrtn 992, a21oi 119, and3 289
buf 1838, mux2 999, nand3 1015, clkbuf 153
[per-stage QoR]
| stage | TNS (ns) | total power (µW) | std cells | hold slack (ns) | util [%] |
|---|---|---|---|---|---|
| after floorplan | 0 | 9570 | 5913 | 0.458 | - |
| after CTS | -22.00 | 25800 | 13265 | 0.476 | 25.1 |
| after detailed placement | -257.55 | 17700 | 12452 | 0.476 | 22.1 |
| after global placement | -247.47 | 17700 | 12452 | 0.466 | 22.1 |
| after global routing | -23.94 | 26800 | 13359 | 0.504 | 25.7 |
| final | -23.80 | 26600 | 13454 | 0.495 | 25.7 |
[cells by family after synthesis]
| family | after synthesis |
|---|---|
| and+or+nand+nor | 2107 |
| AOI/OAI and AO/OA | 1077 |
| muxes | 1017 |
| DFF | 992 |
| buffers and inverters | 720 |
[routing by layer]
metal	GRT usage [%]	share of wire [%]	wire (µm)	up-vias
met2	48.4	40	295000	8521
li1	-	-	-	27903
met1	36.6	33	238000	40157
met5	1.72	0.13	921	-
met4	29.2	11	83200	52
met3	22.2	16	114000	3292
[what timing repair did]
item | CTS | global route
cloned | 0 | 0
pin swaps | 342 | 205
resized | 954 | 301
endpoints found under the setup margin | 204 | 161
buffers inserted | 633 | 89
Power figures rest on the tool's default switching activity, not on a simulated workload.
